[/design/flow/run.sh]
#!/bin/bash
# OpenROAD 26Q1-2900-gdf79404cd8, Yosys 0.63+post, stock flow scripts
make -C /OpenROAD-flow-scripts/flow DESIGN_CONFIG=/design/flow/config.mk WORK_HOME=/design/flow/orfs finish
[/design/flow/config.mk]
export PLATFORM = sky130hd
export DESIGN_NAME = decode_E_pipe_reg
export DESIGN_NICKNAME = decode_E_pipe_reg
export VERILOG_FILES = /design/flow/design.v
export SDC_FILE = /design/flow/constraint.sdc
export NUM_CORES = 4
export LEC_CHECK = 1
export CORE_AREA = 10 10 250 250
export DIE_AREA = 0 0 260 260
[/design/flow/constraint.sdc]
current_design decode_E_pipe_reg

set clk_period 9.4
set clk_io_pct 0.2

create_clock -name clk0 -period $clk_period [get_ports {clk_i}]

set non_clock_inputs [all_inputs -no_clocks]
set_input_delay [expr $clk_period * $clk_io_pct] -clock clk0 $non_clock_inputs
set_output_delay [expr $clk_period * $clk_io_pct] -clock clk0 [all_outputs]
[/design/flow/design.v]
module decode_E_pipe_reg(
    input wire clk_i,
    input wire rst_n_i,
    input wire E_stall_i,
    input wire E_bubble_i,
    input wire[2:0]d_stat_i,
    input wire[63:0]d_pc_i,
    input wire[3:0]d_icode_i,
    input wire[3:0]d_ifun_i,
    input wire[63:0]d_valC_i,
    input wire[63:0]d_valA_i,
    input wire[63:0]d_valB_i,
    input wire[3:0]d_dstE_i,
    input wire[3:0]d_dstM_i,
    input wire[3:0]d_srcA_i,
    input wire[3:0]d_srcB_i,
    output reg[2:0]E_stat_o,
    output reg[63:0]E_pc_o,
    output reg[3:0]E_icode_o,
    output reg[3:0]E_ifun_o,
    output reg[63:0]E_valA_o,
    output reg[63:0]E_valB_o,
    output reg[63:0]E_valC_o,
    output reg[3:0]E_dstE_o,
    output reg[3:0]E_dstM_o,
    output reg[3:0]E_srcA_o,
    output reg[3:0]E_srcB_o
);
always@(posedge clk_i)begin 
    if(~rst_n_i)begin 
        E_stat_o<=3'b0;
        E_pc_o<=64'b0;
        E_icode_o<=4'H1;
        E_ifun_o<=4'b0;
        E_valA_o<=64'b0;
        E_valB_o<=64'b0;
        E_valC_o<=64'b0;
        E_dstE_o<=4'HF;
        E_dstM_o<=4'HF;
        E_srcA_o<=4'HF;
        E_srcB_o<=4'HF;
    end
    else if(E_bubble_i)begin
        E_stat_o<=d_stat_i;
        E_pc_o<=64'b0;
        E_icode_o<=4'H1;
        E_ifun_o<=4'b0;
        E_valA_o<=64'b0;
        E_valB_o<=64'b0;
        E_valC_o<=64'b0;
        E_dstE_o<=4'HF;
        E_dstM_o<=4'HF;
        E_srcA_o<=4'HF;
        E_srcB_o<=4'HF;
    end
    else if(~E_stall_i)begin 
        E_stat_o<=d_stat_i;
        E_pc_o<=d_pc_i;
        E_icode_o<=d_icode_i;
        E_ifun_o<=d_ifun_i;
        E_valA_o<=d_valA_i;
        E_valB_o<=d_valB_i;
        E_valC_o<=d_valC_i;
        E_dstE_o<=d_dstE_i;
        E_dstM_o<=d_dstM_i;
        E_srcA_o<=d_srcA_i;
        E_srcB_o<=d_srcB_i;
    end
end
endmodule
==> impl_metrics.tcl <==
# flow metrics
set metrics [dict create \
    slew_headroom_pct 47.9 \
    p_clk_share_pct 46.4 \
    syn_inst 917 \
    vias 8287 \
    crit_end "E_valB_o[25]$_SDFFE_PP0N_" \
    mux_share_pct 28.6 \
    htreeDepth 2 \
    dpl_cell_area_mm2 0.0163 \
    hold_path.class "register to register" \
    holdPathStages 2 \
    final_cell_area_mm2 0.0175 \
    die_area_mm2 0.0676 \
    peakVddDrop_uv 132 \
    grt_busiest_layer "met2" \
    drive_gt1_share_pct 4.02 \
    dr.pass1.iters 4 \
    die_h_um 260 \
    gr-usage-met1_pct 12.7 \
    top_logic_kind "multiplexers" \
    synth.cell_area_mm2 0.00992 \
    setup_slack_ns 5.13 \
    yosys_area_mm2 0.00992 \
    pre_cts_slack_ns 4.48 \
    fa_ha_area_share_pct 0 \
    synth.avg_cell_area_um2 10.8 \
    worst_ep_required_time_ns 9.78 \
    cts-root-buf "clkbuf_16" \
    cts_tree "built" \
    ff_type "dfxtp_1" \
    ys_sh_simple_pct 11.0 \
    r2r-start "E_pc_o[60]$_SDFFE_PP0N_" \
    grt_pass1_wl_mm 54.2 \
    p_leak_nw 7.09 \
    finalClockPeriodUsage_pct 45.5 \
    reg2reg_to "E_pc_o[60]$_SDFFE_PP0N_" \
    synth_xor_xnor_area_share_pct 0 \
    drtAntennaViolNets 0 \
    drt-total-wl_mm 37.9 \
    p_switching_w 0.000646 \
    warnings 25 \
    p_per_area_mw_per_mm2 171 \
    setup_viol 0 \
    fillers 5658 \
    power_frac_seq_pct 42.1 \
    final.min_clock_period_ns 4.27 \
    cap_viol_max_count 0 \
    postCtsSetupBuffers 0 \
    final-seq-area_mm2 0.00567 \
    top_area_cell "dfxtp_1" \
    clk_path_buf_depth 3 \
    gp_congestion 0.784 \
    hold_viol 0 \
    die_w_um 260 \
    drc_errors 0 \
    top_cells_by_count "dfxtp_1 (283), mux2i_1 (283), nor2_1 (263), buf_2 (31), nand2_1 (23)" \
    worst_clock_skew_ns 0 \
    sw_frac_of_total_pct 21.6 \
    grt_setup_unrepaired "no" \
    endpoint_kind "register" \
    top_cell_area_share_pct 57.1 \
    cts_hold_buf 0 \
    worst_pin_slew_ns 0.782 \
    start_kind "input port" \
    criticalPathCategory "input port to register" \
    rows 87 \
    setup_tns_ns 0 \
    cp.arrival_ns 4.65 \
    grt_remaining_overflow 0 \
    combPwrFrac_pct 11.5 \
    drv_slew 0 \
    min-delay-start "E_stat_o[0]$_SDFFE_PN0P_" \
    numCtsBuffers 35 \
    r2r_slack_ns 8.71 \
    drt_first_iter_violations 355 \
    groute.usage.overall_pct 10.5 \
    mi_logic_area_mm2 0.00393 \
    outcome "complete, no violations" \
    area_leaders "dfxtp_1 (57%), mux2i_1 (29%), nor2_1 (10%)" \
    grt_pass1_vias 8453 \
    async_flop_share_pct 0 \
    ys_types 13 \
    edf_count 0 \
    vias_per_cell 3.69 \
    syn_to_final_growth_pct 76.6 \
    ios 570 \
    post_drt_wl_per_cell_um 16.9 \
    startpoint "rst_n_i" \
    initial_utilization_pct 17.5 \
    yosys-stat-cells 917 \
    dpl.hpwl_mm 28.6 \
    antenna_found_initial 5 \
    ys.flops 283 \
    path_max_fanout 70 \
    cts_resized 0 \
    yosys_warnings 1 \
    synth_seq_share_pct 57.1 \
    clk_latency_ns 0.52 \
    intPower_w 0.00235 \
    io_buffers 569 \
    clk_pin_slew_worst_paths_ns 0.06 \
    met3_usage_pct 3.96 \
    grt_max_degree 96 \
    fmax_ghz 0.234 \
    met2_usage_pct 17.6 \
    r2r.worst_path.cells 2 \
    core-area_mm2 0.0567 \
    clock_sinks 283 \
    aoi_share_pct 0 \
]
[through the flow]
stage               total power (W)  instances  hold WS [ns]  util, %
finish                      0.00300       2248         0.463     30.9
global route                0.00312       2248         0.489     30.9
global placement            0.00163       2187         0.447     28.8
floorplan                   0.00140        917         0.421        -
CTS                         0.00306       2247         0.470     30.9
detailed placement          0.00164       2187         0.458     28.8
[power groups by stage]
stage / logic [W] / clock network, W / registers, W
4_1_cts: 0.000352 / 0.00145 / 0.00126
5_1_grt: 0.000373 / 0.00149 / 0.00127
6_report: 0.000344 / 0.00139 / 0.00126
[logic make-up (layout without fill, tap and decap cells)]
family / Yosys count / after routing
and+or+nand+nor: 289 / 289
muxes: 283 / 283
DFF: 283 / 283
buffers and inverters: 62 / 636
other: 0 / 1
[cell type report]
type	count	share of cell area, %
sequential	283	32.3
timing repair buffer	576	33.0
multi-input combinational	572	22.5
clock buffer	53	6.03
clock inverter	7	0.771
antenna	1	0.0143
tap	756	5.40
[layout by cell type (no fill, tap or decap), drive strengths merged]
cell type,Yosys,final
buf,41,8
bufinv,0,4
clkbuf,21,53
clkdlybuf4s50,0,568
clkinv,0,3
dfxtp,283,283
diode,0,1
mux2i,283,283
nand2,23,23
nand2b,1,1
nor2,263,263
nor2b,2,2
[state kept, by name, indices dropped and copies added (netlist names)]
register   cells
E_valC_o      64
E_valB_o      64
E_pc_o        64
E_srcA_o       4
E_valA_o      64
E_icode_o      4
E_ifun_o       4
E_dstE_o       4
E_dstM_o       4
E_stat_o       3
E_srcB_o       4
[critical path: stages]
cell and delay (ns):
clkdlybuf4s50_1 0.57, nand2b_4 0.62, buf_4 0.69, buf_4 0.70, nor2_1 0.11
[worst min-delay path by stage]
stage | end | slack (ns)
5_1_grt | E_dstM_o[2]$_SDFFE_PP1N_ | 0.49
4_1_cts | E_stat_o[0]$_SDFFE_PN0P_ | 0.47
6_report | E_stat_o[0]$_SDFFE_PN0P_ | 0.46
[layer usage]
| metal | wire length, um | vias to the layer above |
|---|---|---|
| li1 | - | 4136 |
| met1 | 14800 | 3757 |
| met5 | 13 | - |
| met4 | 950 | 2 |
| met3 | 3820 | 55 |
| met2 | 18400 | 337 |
Power is estimated from default activity; no workload was simulated.
