==> design/flow/config.mk <==
export PLATFORM = sky130hd
export DESIGN_NAME = execute_M_pipe_reg
export DESIGN_NICKNAME = execute_M_pipe_reg
export VERILOG_FILES = /design/flow/design.v
export SDC_FILE = /design/flow/constraint.sdc
export NUM_CORES = 4
export LEC_CHECK = 1
export CORE_AREA = 10 10 218 218
export DIE_AREA = 0 0 228 228
==> design/flow/constraint.sdc <==
current_design execute_M_pipe_reg

set clk_period 9.9
set clk_io_pct 0.2

create_clock -name clk0 -period $clk_period [get_ports {clk_i}]

set non_clock_inputs [all_inputs -no_clocks]
set_input_delay [expr $clk_period * $clk_io_pct] -clock clk0 $non_clock_inputs
set_output_delay [expr $clk_period * $clk_io_pct] -clock clk0 [all_outputs]
==> design/flow/design.v <==
module execute_M_pipe_reg(
    input wire clk_i,
    input wire rst_n_i,
    input wire M_stall_i,
    input wire M_bubble_i,
    input wire[2:0]e_stat_i,
    input wire[63:0]e_pc_i,
    input wire[3:0]e_icode_i,
    input wire[3:0]e_ifun_i,
    input wire      e_cnd_i,
    input wire[63:0]e_valE_i,
    input wire[63:0]e_valA_i,
    input wire[3:0]e_dstE_i,
    input wire[3:0]e_dstM_i,
    output reg[2:0]M_stat_o,
    output reg[63:0]M_pc_o, 
    output reg[3:0]M_icode_o,
    output reg[3:0]M_ifun_o,
    output reg      M_cnd_o,
    output reg[63:0]M_valE_o,
    output reg[63:0]M_valA_o,
    output reg[3:0]M_dstE_o,
    output reg[3:0]M_dstM_o
);
always@(posedge clk_i)begin
    if(~rst_n_i)begin 
        M_stat_o<=2'b0; 
        M_pc_o<=64'b0;
        M_icode_o<=4'H1;
        M_ifun_o<=4'b0;
        M_cnd_o<=1'b0;
        M_valE_o<=64'b0;
        M_valA_o<=64'b0;
        M_dstE_o<=4'HF;
        M_dstM_o<=4'HF;
    end
    else if(M_bubble_i)begin 
        M_stat_o<=2'H0; 
        M_pc_o<=64'b0;
        M_icode_o<=4'H1;
        M_ifun_o<=4'b0;
        M_cnd_o<=1'b0;
        M_valE_o<=64'b0;
        M_valA_o<=64'b0;
        M_dstE_o<=4'HF;
        M_dstM_o<=4'HF;
    end 
    else if(~M_stall_i)begin 
        M_stat_o<=e_stat_i; 
        M_pc_o<=e_pc_i;
        M_icode_o<=e_icode_i;
        M_ifun_o<=e_ifun_i;
        M_cnd_o<=e_cnd_i;
        M_valE_o<=e_valE_i;
        M_valA_o<=e_valA_i;
        M_dstE_o<=e_dstE_i;
        M_dstM_o<=e_dstM_i;
    end
end
endmodule
==> design/flow/run.sh <==
#!/bin/bash
# OpenROAD 26Q1-2900-gdf79404cd8, Yosys 0.63+post, stock flow scripts
make -C /OpenROAD-flow-scripts/flow DESIGN_CONFIG=/design/flow/config.mk WORK_HOME=/design/flow/orfs finish
==> summary.rpt <==
PHYSICAL IMPLEMENTATION REPORT
----------------------------------------------------
[Clock tree]
  Post-cts repair resize count ........................ 0
  TritonCTS Sinks ........................ 212
  Total setup buffers inserted after CTS ........................ 0
  Clock Latency Late Sink ........................ 0.53 ns
  Num CTS Buffers ........................ 26
  Deepest level of the CTS H-tree ........................ 1
  Clock edge transition at the registers on the reported setup and hold paths ........................ 0.06 ns
  Hold-fix buffer count after cts ........................ 0
  CTS Buffer Depth ........................ 3
  Clock root buffer ........................ sky130_fd_sc_hd__clkbuf_16
  Clock tree from TritonCTS ........................ done

[Synthesis]
  Dominant cell area share ........................ 55.8%
  Yosys reg bits ........................ 212
  Area figure in the yosys stat output ........................ 7610 um2
  Synthesized area per cell ........................ 11.1 um2
  Cell type with the highest aggregate area in the netlist ........................ sky130_fd_sc_hd__dfxtp_1
  Yosys Instances ........................ 686
  Number of distinct library cells after synthesis ........................ 13
  Cell types with the highest counts after synthesis ........................ sky130_fd_sc_hd__dfxtp_1 (212), sky130_fd_sc_hd__mux2i_1 (212), sky130_fd_sc_hd__nor2_1 (203)
  Synthesized cell area ........................ 7610 um2
  Register share after synthesis ........................ 55.8%
  Post-synth EDFFs ........................ 0
  Number of synthesis warnings ........................ 1
  Ys async rst share ........................ 0%
  Instance count of the mapped netlist ........................ 686
  Primary FF master, synth ........................ sky130_fd_sc_hd__dfxtp_1
  Dominant cells by area after synthesis ........................ sky130_fd_sc_hd__dfxtp_1 (56%), sky130_fd_sc_hd__mux2i_1 (28%), sky130_fd_sc_hd__nor2_1 (10%)

[STA]
  Final Hold Violating Endpoints ........................ 0
  Maximum clock skew at final layout ........................ 0 ns
  Highest clock rate ........................ 264 MHz
  Endpoints failing setup ........................ 0
  Actual transition at the worst max-transition pin ........................ 0.793 ns
  Max transition margin ........................ 47.2%
  Max-slew violation total from the final report ........................ 0
  Crit path setup slack, layout ........................ 6.11 ns
  Post-Route Hold Slack ........................ 0.473 ns
  Time the worst path needs with I/O delays and setup ........................ 3.79 ns
  Period Utilization, post-route ........................ 38.3%
  Final sum of negative setup slack ........................ 0 ns
  Unrepaired setup endpoints after global routing ........................ false

[Detailed routing]
  Routed WL ........................ 25800 um
  DRC viols ........................ 0
  Drt pass-1 iters ........................ 5
  Routed via count divided by cell count ........................ 3.66
  Total inserted antenna cells ........................ 0
  DRC marker count from the first detailed-route iteration ........................ 202
  Remaining antenna violation count after routing ........................ 0
  Total via count in the routed design ........................ 6242
  Routed length per placed instance ........................ 15.1 um

[Cells and area]
  Non-filler cells in the finished layout ........................ 1705
  Final instance area ........................ 13100 um2
  Fill cell total of the finished layout ........................ 4330
  Utilization after layout ........................ 30.5%
  Share of layout cells above drive strength 1 ........................ 4.91%
  Storage cell area ........................ 4240 um2
  Layout overhead on the synthesized area ........................ 72.1%
  Combinational gate area ........................ 2940 um2

[Status]
  Run status ........................ finished, final reports clean

[Die]
  Floorplan Core Area ........................ 42900 um2
  Chip area ........................ 52000 um2
  Site Rows ........................ 76
  Die height ........................ 228 um
  Initial core utilization ........................ 17.7%
  Ports ........................ 428
  Die X ........................ 228 um

[Power and ir drop]
  Maximum resistive drop on vdd ........................ 135 uV
  Lkg Pwr ........................ 5.30 nW
  Total power of the final layout ........................ 2.06 mW
  Power per cell area ........................ 157 nW/um2

[Worst setup path]
  Cell with the largest stage delay on the worst path ........................ sky130_fd_sc_hd__buf_4
  R2R setup slack ........................ 9.23 ns
  Startpoint class of the critical path ........................ input port
  Cell Chain, Critical Path ........................ buf_8, buf_4, buf_4, mux2i_1, nor2_1
  CP most frequent cell ........................ sky130_fd_sc_hd__buf_4
  Crit-path max cell delay ........................ 0.72 ns
  Class of the most critical setup path ........................ input port to flip-flop
  Type of destination of the critical path ........................ flip-flop
  Data arrival, critical path ........................ 4.17 ns
  Endpoint required time on the critical path ........................ 10.28 ns
  Depth of the worst register-to-register path ........................ 2
  Maximum fanout encountered on the critical timing path ........................ 55

[GRT]
  Combined global-route utilization of all metal layers ........................ 9.44%
  Final global-route overflow total ........................ 0
  Via count of the first global-routing pass ........................ 6269
  Number of antenna violations at the first check in global routing ........................ 0
  Pin count of the biggest net entering global routing ........................ 64
  Wire length of the first global-routing pass ........................ 38600 um

[Run]
  OpenROAD warnings ........................ 25
  Max-cap viol count ........................ 0

[Placed design]
  Placed cell area ........................ 12200 um2
  Detailed placement HPWL ........................ 19500 um
  Last weighted congestion value of the routability-driven placer ........................ 0.813
  # placed instances ........................ 1657
  Worst Setup Slack post-DPL ........................ 5.55 ns
  IO buf count ........................ 427

[Min path]
  Worst hold path cell count ........................ 2
  Path type of the worst min-delay path ........................ flip-flop to flip-flop

----------------------------------------------------
-- cell usage in the layout (no fill, tap or decap), types with 2 or more instances in the layout --
master,count
sky130_fd_sc_hd__clkinv_2,10
sky130_fd_sc_hd__nor2_1,203
sky130_fd_sc_hd__mux2i_1,212
sky130_fd_sc_hd__clkbuf_8,4
sky130_fd_sc_hd__nand2_1,9
sky130_fd_sc_hd__clkinvlp_4,4
sky130_fd_sc_hd__dfxtp_1,212
sky130_fd_sc_hd__clkdlybuf4s50_1,426
sky130_fd_sc_hd__clkbuf_1,2
sky130_fd_sc_hd__clkbuf_16,27
sky130_fd_sc_hd__buf_4,7
-- worst paths after layout --
kind | startpoint | end
worst max-delay path | M_stall_i | M_pc_o[25]
worst min-delay path | M_dstM_o[3] | M_dstM_o[3]
worst max register to register | M_valE_o[13] | M_valE_o[13]
worst min register to register | M_dstM_o[3] | M_dstM_o[3]
-- sequential cells by signal, indices dropped and copies added (netlist names) --
register   count
M_dstE_o       4
M_valA_o      64
M_dstM_o       4
M_valE_o      64
M_cnd_o        1
M_pc_o        64
M_stat_o       3
M_ifun_o       4
M_icode_o      4
-- cell type report --
class | instances | area share, %
clock inverters | 15 | 0.841
flip-flops and latches | 212 | 32.4
well taps | 585 | 5.59
repair buffers | 434 | 33.1
multi-input cells | 426 | 22.4
clock buffers | 33 | 5.64
-- cell families after synthesis --
kind of cell           Yosys count  share of synthesized area (%)
DFF                            212                           55.8
and+or+nand+nor                214                           10.6
muxes                          212                           27.9
buffers and inverters           48                           5.69
-- routing by layer --
layer | vias up | GRT usage [%] | part of all wire [%]
met4 | 0 | 1.65 | 1.9
met1 | 2814 | 11.1 | 40
met5 | - | 0 | 0
li1 | 3101 | - | -
met2 | 294 | 15.7 | 47
met3 | 33 | 4.37 | 11
-- critical path: cells and delay by family --
kind          cells  cell delay [ns]
simple gates      1             0.06
buf+inv           3             1.76
mux               1             0.26
-- power breakdown --
part / switching [mW] / total [mW] / internal, mW
clock network: 0.371 / 0.923 / 0.552
registers: 0.0142 / 0.896 / 0.882
logic: 0.0770 / 0.239 / 0.162
total: 0.462 / 2.06 / 1.60
Power and IR drop assume default switching activity.
