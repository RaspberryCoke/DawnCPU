`flow/config.mk`:
```
export PLATFORM = sky130hd
export DESIGN_NAME = select_pc
export DESIGN_NICKNAME = select_pc
export VERILOG_FILES = /design/flow/design.v
export SDC_FILE = /design/flow/constraint.sdc
export NUM_CORES = 4
export LEC_CHECK = 1
export CORE_AREA = 10 10 110 110
export DIE_AREA = 0 0 120 120
```
`flow/run.sh`:
```
#!/bin/bash
# OpenROAD 26Q1-2900-gdf79404cd8, Yosys 0.63+post, stock flow scripts
make -C /OpenROAD-flow-scripts/flow DESIGN_CONFIG=/design/flow/config.mk WORK_HOME=/design/flow/orfs finish
```
`flow/constraint.sdc`:
```
current_design select_pc

set clk_period 23.8
set clk_io_pct 0.2

create_clock -name clk0 -period $clk_period

set non_clock_inputs [all_inputs -no_clocks]
set_input_delay [expr $clk_period * $clk_io_pct] -clock clk0 $non_clock_inputs
set_output_delay [expr $clk_period * $clk_io_pct] -clock clk0 [all_outputs]
```
`flow/design.v`:
```
module select_pc(
    input wire[63:0] F_predPC_i,
    input wire[3:0] M_icode_i,
    input wire[3:0] W_icode_i,
    input wire[63:0] M_valA_i,
    input wire[63:0] W_valM_i,
    input wire M_cnd_i,
    output reg[63:0] f_pc_o
);
always@(*)begin 
    if(M_icode_i==4'H7 && ~M_cnd_i)
        f_pc_o=M_valA_i;
    else if(W_icode_i==4'H9)
        f_pc_o=W_valM_i;
    else
        f_pc_o=F_predPC_i;
end
endmodule
```
==> flow_summary.toml <==
# generated from flow reports
[synth]
yosysSeqAreaShare_pct = 0
synth-area-yosys_um2 = 2090
ys.warnings.count = 1
ys_types = 8
synth_area_per_cell_um2 = 14.5
syn-cell-area_um2 = 2090
synth_stat.cells = 144
synthCells = 144

[routing]
vias_per_cell = 4.08
drt_iter0_drc = 52
ant_nets = 0
dr.pass1.iters = 3
insertedDiodeCount = 0
wl_per_cell_um = 19.4
routed_wl_um = 10300
drc = 0
vias = 2164

[power]
p_seq_share_pct = 0
p_total_mw = 0.0740
power_frac_clock_pct = 0
intPower_mw = 0.0610
p_leak_nw = 2.09
switching_share_pct = 17.5
power.density_nw_per_um2 = 15.5
combPwrFrac_pct = 100.0
ir_drop_mv = 0.00601
switchingPower_mw = 0.0130

[global_route]
grt.overflow.total = 0
antenna_found_initial = 0
track_usage_pct = 12.9
grt_max_degree = 45
grt_pass1_wl_um = 14600
grt_pass1_vias = 2383

[finish]
seq_cell_count = 0
syn_to_final_growth_pct = 128
fill_cells = 927
fin_cells = 531
regArea_um2 = 0
final_area_um2 = 4770
n_clock_buffer = 0
multiInputGateArea_um2 = 1930
fin_util_pct = 48.8
drive_gt1_share_pct = 32.2

[sta]
max_freq_mhz = 80.8
fin_tns_setup_ns = 0
tightestPinTransition_ns = 0.813
period_minus_slack_ns = 12.38
rsz0062_at_grt = "no"
slew_headroom_pct = 45.8
final-max-slew-violation-count = 0
hold_ws_ns = 10.55
post-route-period-util_pct = 52.0
fin_ws_ns = 11.42
setup_viol = 0
hold_viol = 0

[min_path]
hp-class = "input port to primary output"
hold_start = "M_valA_i[46]"

[floorplan]
dieArea_um2 = 14400
io_pins = 265
num_rows = 36
initial_core_util_pct = 21.4
die_w_um = 120
core_um2 = 9770
die_h_um = 120

[placement]
numPortBuffers = 265
dp_cells = 531
place_congestion = 0.800
hpwl_um = 9220
post-place-ws_ns = 11.38
dpl_cell_area_um2 = 4770

[run_status]
status = "finished clean"

[clock_network]
cts_resized = 0
ctsHoldBuffers = 0
post_cts_buffers = 0

[setup_path]
crit_path_start_kind = "input port"
worstPathArrival_ns = 7.62
crit_fanout = 44
required_ns = 19.04
end_kind = "primary output"
critPathLaunch = "W_icode_i[2]"
crit_type = "input port to primary output"

[job]
cap_violations = 0
warning_count = 32
==> layer usage <==
| metal | vias up | wire length (µm) | track usage, % |
|---|---|---|---|
| li1 | 1059 | - | - |
| met1 | 982 | 3660 | 13.2 |
| met2 | 123 | 5590 | 25.2 |
| met3 | 0 | 1070 | 5.47 |
| met4 | 0 | 0 | 0 |
| met5 | - | 0 | 0 |
==> power by group through the flow <==
stage	sequential, mW	clock [mW]	combinational (mW)
after CTS	0	0	0.0752
after global routing	0	0	0.0787
final	0	0	0.0740
==> worst max-delay path: stages <==
cell             delay (ns)
clkdlybuf4s50_1        0.39
and4bb_4               0.64
buf_4                  0.74
mux2_1                 0.38
mux2_2                 0.27
clkdlybuf4s50_1        0.42
==> area by class of cell <==
cell class / instances / area share (%)
tap: 133 / 3.49
multi-input combinational: 131 / 40.5
timing repair buffer: 267 / 56.0
==> cells in the mapped netlist <==
cell type	instances	area, µm²
and4bb_4	1	16.3
buf_12	7	140
mux2_1	4	45.0
mux2_4	120	1800
nand2_1	1	3.75
mux2_2	4	45.0
and4bb_1	1	12.5
buf_2	6	30.0
==> kinds of logic (layout without fill, tap and decap cells) <==
kind of cell | after synthesis | in the layout | synth area share (%)
AND/OR/NAND/NOR | 3 | 3 | 1.55
buffers and inverters | 13 | 267 | 8.12
multiplexers | 128 | 128 | 90.3
==> cells in the final DEF (no fill, tap or decap) <==
master / netlist / final
and4bb_1: 1 / 1
and4bb_4: 1 / 1
buf_4: 0 / 2
clkdlybuf4s50_1: 0 / 265
mux2_1: 4 / 4
mux2_2: 4 / 4
mux2_4: 120 / 120
nand2_4: 0 / 1
==> final timing paths <==
check         end  slack [ns]  cells past startpoint
max    f_pc_o[61]       11.42                      6
min    f_pc_o[46]       10.55                      3
Power is estimated from default activity; no workload was simulated.
